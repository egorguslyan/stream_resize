==> design/flow/design.v <==
module fifo #(
  parameter DATA_WIDTH = 1,
            FIFO_SIZE  = 2,
            FIFO_WIDTH = $clog2(FIFO_SIZE)
)(
  input clk,
  input rst_n,
  input  logic [DATA_WIDTH-1:0] in_data,
  input  logic                  push,
  output logic                  full,
  output logic [DATA_WIDTH-1:0] out_data,
  input  logic                  pop,
  output logic                  empty
);
  logic [DATA_WIDTH-1:0] data [FIFO_WIDTH:0];
  logic [FIFO_WIDTH:0] pointer_start;
  logic [FIFO_WIDTH:0] pointer_end;
  logic [FIFO_WIDTH:0] next_pointer_start;
  logic [FIFO_WIDTH:0] next_pointer_end;
  function [FIFO_WIDTH:0] fifo_next;
    input [FIFO_WIDTH:0] fifo_curr;
    logic [FIFO_WIDTH:0] fifo_inc;
    begin
      fifo_inc  = fifo_curr + 1;
      fifo_next = (fifo_inc == FIFO_SIZE) ? '0 : fifo_inc;
    end
  endfunction
  always_comb begin
    next_pointer_start = fifo_next(pointer_start);
    next_pointer_end   = fifo_next(pointer_end);
    empty = (pointer_start == pointer_end);
    full  = (pointer_start == next_pointer_end);
  end
  always_ff @(posedge clk) begin
    if (~rst_n) begin
      pointer_start <= '0;
      pointer_end   <= '0;
    end else begin
      if (~full && push) begin
        data[pointer_end] <= in_data;
        pointer_end       <= next_pointer_end;
      end
      if (~empty && pop) begin
        out_data      <= data[pointer_start];
        pointer_start <= next_pointer_start;
      end
    end
  end
endmodule
module stream_downsize #(
  parameter T_DATA_WIDTH  = 1,
            T_DATA_RATIO  = 2,
            FIFO_SIZE     = 2
)(
  input  logic                    clk,
  input  logic                    rst_n,
  input  logic [T_DATA_WIDTH-1:0] s_data_i [T_DATA_RATIO-1:0],
  input  logic                    s_last_i,
  input  logic                    s_valid_i,
  output logic                    s_ready_o,
  output logic [T_DATA_WIDTH-1:0] m_data_o,
  output logic                    m_last_o,
  output logic                    m_valid_o,
  input  logic                    m_ready_i
);
  logic push_ready;
  logic pop_ready;
  logic m_last;
  logic [T_DATA_WIDTH:0]   fifo_out [T_DATA_RATIO-1:0];
  logic [T_DATA_RATIO-1:0] fifo_full;
  logic [T_DATA_RATIO-1:0] fifo_empty;
  logic [T_DATA_RATIO-1:0] fifo_addr;
  logic [T_DATA_RATIO-1:0] next_fifo_addr;
  generate
    genvar i;
    for (i = 0; i < T_DATA_RATIO; i = i + 1) begin: generate_fifo
      fifo #(
        .DATA_WIDTH (T_DATA_WIDTH + 1),
        .FIFO_SIZE  (FIFO_SIZE)
      ) node (
        .clk   (clk),
        .rst_n (rst_n),
        .in_data ({s_last_i, s_data_i[i]}),
        .push    (push_ready),
        .full    (fifo_full[i]),
        .out_data (fifo_out[i]),
        .pop      (pop_ready & (i == fifo_addr)),
        .empty    (fifo_empty[i])
      );
    end
  endgenerate
  always_comb begin
    s_ready_o      = |fifo_full;
    m_valid_o      = ~(&fifo_empty);
    m_last_o       = m_last & &fifo_addr;
    push_ready = s_ready_o & s_valid_i;
    pop_ready  = m_ready_i & m_valid_o;
    next_fifo_addr = fifo_addr + '1;
  end
  always_ff @(posedge clk) begin
    if (~rst_n) begin
      fifo_addr <= '0;
    end else begin
      if (pop_ready) begin
        {m_last, m_data_o} <= fifo_out[fifo_addr];
        fifo_addr <= next_fifo_addr;
      end
    end
  end
endmodule
module stream_upsize #(
  parameter T_DATA_WIDTH  = 1,
            T_DATA_RATIO  = 2,
            T_WIDTH_RATIO = $clog2(T_DATA_RATIO)
)(
  input  logic                    clk,
  input  logic                    rst_n,
  input  logic [T_DATA_WIDTH-1:0] s_data_i,
  input  logic                    s_last_i,
  input  logic                    s_valid_i,
  output logic                    s_ready_o,
  output logic [T_DATA_WIDTH-1:0] m_data_o [T_DATA_RATIO-1:0],
  output logic [T_DATA_RATIO-1:0] m_keep_o,
  output logic                    m_last_o,
  output logic                    m_valid_o,
  input  logic                    m_ready_i
);
  logic [T_WIDTH_RATIO:0] keep_counter;
  logic [T_WIDTH_RATIO:0] keep_counter_inc;
  logic last_r;
  function [T_DATA_RATIO-1:0] expand_bits;
    input [T_WIDTH_RATIO:0] value;
    integer i;
    begin
      expand_bits = 0;
      for (i = 0; (i < value) && (i < T_DATA_RATIO); i = i + 1)
        expand_bits[i] = 1'b1;
    end
  endfunction
  always_comb begin
    keep_counter_inc = keep_counter + 1;
    s_ready_o = ~m_valid_o;
  end
  always_ff @(posedge clk) begin
    if (~rst_n) begin
      m_valid_o <= 0;
      keep_counter <= 0;
    end
    if (s_ready_o && s_valid_i) begin
      keep_counter <= keep_counter_inc;
      m_valid_o <= (keep_counter_inc == T_DATA_RATIO) || s_last_i;
      m_last_o <= s_last_i;
      m_keep_o <= expand_bits(keep_counter_inc);
      m_data_o[keep_counter] <= s_data_i;
    end else if (m_ready_i) begin
      m_valid_o <= 0;
      keep_counter <= 0;
    end
  end
endmodule
module top #(
  parameter T_DATA_WIDTH = 32,
            T_DATA_RATIO = 3,
            T_WIDTH_RATIO = $clog2(T_DATA_RATIO)
)(
  input  logic clk,
  input  logic rst_n,
  input  logic [T_DATA_WIDTH-1:0] s_data   [T_DATA_RATIO-1:0],
  input  logic                    s_last,
  input  logic                    s_valid,
  output logic                    s_ready,
  output logic [T_DATA_WIDTH-1:0] upsized  [T_DATA_RATIO-1:0],
  output logic [T_WIDTH_RATIO:0]  u_keep,
  output logic                    u_last,
  output logic                    u_valid,
  input  logic                    u_ready,
  output logic [T_DATA_WIDTH-1:0] downsized,
  output logic                    d_last,
  output logic                    d_valid,
  input  logic                    d_ready
);
  logic s_ready_d, s_ready_u;
  assign s_ready_o = s_ready_d & s_ready_u;
  stream_upsize #(
    .T_DATA_WIDTH (T_DATA_WIDTH),
    .T_DATA_RATIO (T_DATA_RATIO)
  ) upsizer (
    .clk   (clk),
    .rst_n (rst_n),
    .s_data_i  (s_data[0]),
    .s_last_i  (s_last),
    .s_valid_i (s_valid),
    .s_ready_o (s_ready_u),
    .m_data_o  (upsized),
    .m_keep_o  (u_keep),
    .m_last_o  (u_last),
    .m_valid_o (u_valid),
    .m_ready_i (u_ready)
  );
  stream_downsize #(
    .T_DATA_WIDTH (T_DATA_WIDTH),
    .T_DATA_RATIO (T_DATA_RATIO)
  ) downsizer (
    .clk   (clk),
    .rst_n (rst_n),
    .s_data_i  (s_data),
    .s_last_i  (s_last),
    .s_valid_i (s_valid),
    .s_ready_o (s_ready_d),
    .m_data_o  (downsized),
    .m_last_o  (d_last),
    .m_valid_o (d_valid),
    .m_ready_i (d_ready)
  );
endmodule
==> design/flow/run.sh <==
#!/bin/bash
# OpenROAD 26Q1-2900-gdf79404cd8, Yosys 0.63+post, stock flow scripts
make -C /OpenROAD-flow-scripts/flow DESIGN_CONFIG=/design/flow/config.mk WORK_HOME=/design/flow/orfs finish
==> design/flow/config.mk <==
export PLATFORM = sky130hd
export DESIGN_NAME = top
export DESIGN_NICKNAME = top
export VERILOG_FILES = /design/flow/design.v
export SDC_FILE = /design/flow/constraint.sdc
export NUM_CORES = 4
export LEC_CHECK = 1
export CORE_UTILIZATION = 40
export SYNTH_HDL_FRONTEND = slang
==> design/flow/constraint.sdc <==
current_design top

set clk_period 6.1
set clk_io_pct 0.2

create_clock -name clk0 -period $clk_period [get_ports {clk}]

set non_clock_inputs [all_inputs -no_clocks]
set_input_delay [expr $clk_period * $clk_io_pct] -clock clk0 $non_clock_inputs
set_output_delay [expr $clk_period * $clk_io_pct] -clock clk0 [all_outputs]
==> reports/results.ini <==
[flow_run]
max-cap-violations=0
warning_count=33

[finish]
nFillCells=3126
layout-drive-gt1-share_pct=18.1
areaGrowthSynthToFinish_pct=27.7
mostFrequentLayoutCells=434 x edfxtp_1, 236 x clkdlybuf4s50_1, 99 x mux2_2
layout.cells.non_filler=1618
postLayoutCoreUtil_pct=51.7
layout_top_cell_excl_fill_tap=edfxtp_1

[logic_synthesis]
postSynthCellCount=791
async_flop_share_pct=0
synth-cells-yosys=791
synthXorXnorAreaFrac_pct=0.545
synthesis.yosys.warnings=1
ys_dominant_reg_cell=edfxtp_1
yosys-mux-area-fraction_pct=9.36
yosys-dominant-comb-family=multiplexers
synth-seq-area-share_pct=82.9
area_figure_in_the_yosys_stat_output_sq_mm=0.0161
synthDistinctLibCells=45
post_synth_instance_area_sq_mm=0.0161
yosys.area_share.simple_pct=2.85
syn-mean-instance-area_sq_um=20.3
compound_area_share_pct=2.34
synth-edff-count=434
yosys.area_share.adder_pct=0.778
synth_flops=449

[routing]
route.vias.total=7667
routed_wl_mm=31.4
drt_pass1_iterations=5
vias_per_cell=4.74
drtIter0Drc=442
drc_viols=0
avgRoutedWirePerCell_microns=19.4
antenna_left=0

[placement]
gp_congestion=0.849
dpl_worst_slack_ps=2620
port-buffer-count=236
numPlacedInstances=1537
detailedPlacementHpwl_mm=20.8

[cts]
clk_pin_slew_worst_paths_ps=60
holdBufCountCts=0
h-tree-depth=2
clock_insertion_delay_worst_skew_ps=550
clock_tree.buffer_depth=3
cts.sinks=449
cts_buffers=47
number_of_gates_given_a_new_drive_strength_after_cts=0
clock_tree.root_cell=clkbuf_16
tritoncts=built
postCtsSetupBuffers=0

[worst_setup_path]
crit_type=flip-flop to output port
type_of_origin_of_the_critical_path=flip-flop
ff2ff_setup_slack_ps=3280
critical_path_arrival_ps=2450
path_cells=buf_4 > xor2_1 > nor4_2 > nand2_1 > clkdlybuf4s50_1
critical_path.endpoint_type=output port
worst-endpoint-required_ps=4880
cell_family_with_most_cp_delay=buffers and inverters
crit_path_max_fanout=39
worst-path-buf-inv=2
cp_slowest_cell=nor4_2
max_stage_delay_ps=450

[floorplan]
core_area_sq_mm=0.0397
core_util_floorplan_pct=40.5
chipWidth_microns=203
floorplan.die_area_sq_mm=0.0410
die-height_microns=203
floorplan.rows=73
floorplan.io_pins=238

[grt]
gr-usage-all-layers_pct=16.7
grt.busiest_layer=met1
grt_pass1_vias=7962
grt_pass1_wl_mm=46.9
grt_max_degree=40
globalRoute.totalOverflow=0
number_of_antenna_violations_at_the_first_check_in_global_routing=1
use_met1_pct=27.0
grtUsageMet3_pct=8.40
grt_use_met2_pct=22.8

[pwr]
proportion_of_total_power_due_to_net_switching_pct=22.0
power_frac_seq_pct=51.9
vdd_ir_max_mv=0.265
p_int_mw=5.70
power_frac_clock_pct=36.5
net_switching_power_of_the_design_mw=1.61
powerDensity_mw_per_mm2=356
static-leakage-power_nw=6.66
power_frac_comb_pct=11.6

[sta]
finalWorstPathRequiredPeriod_ps=3670
timing_max_transition_violations_final=0
clock-skew-final_ps=18.4
min_period_over_period_pct=60.2
slew-limit-headroom_pct=42.7
worstMarginPinSlew_ps=859
postLayoutSetupSlackWorst_ps=2430
hold_violations=0
timing.fmax_mhz=272
totalNegativeSetupSlack_ps=0
report.final.setup_viol=0
grt_setup_unrepaired=false

[hold_path]
hp-class=flip-flop to flip-flop

[outcome]
outcome=completed

[through the flow]
step	power, mW	hold slack [ps]	instance area (sq um)
floorplan	4.28	424	16100
global placement	4.72	446	19100
detailed placement	4.72	444	19100
CTS	7.40	452	20500
global route	7.60	472	20500
finish	7.31	453	20500
[worst reg2reg max path, cell delays in order, from the launching register on]
cell and delay [ps]:
dfxtp_2 330, buf_4 420, inv_1 140, or3_1 380
a311oi_2 340, and3_2 800
[metal layers]
layer  wire [microns]  up-vias
met5                0        -
met4              634        0
met1            13300     3695
met2            13800      312
li1                 -     3610
met3             3740       50
[logic make-up after synthesis]
family | Yosys count
AND-OR/OR-AND | 55
XOR/XNOR | 10
adder cells (fa/ha/maj) | 10
buffers and inverters | 41
flip-flops | 449
multiplexers | 138
other | 1
AND/OR/NAND/NOR | 87
[cell usage after synthesis, types with 2 or more instances]
master / n / area (sq um)
o211a_1: 2 / 20.0
edfxtp_1: 434 / 13000
xor2_1: 7 / 61.3
nor2b_1: 2 / 12.5
and2_1: 5 / 31.3
o2111a_1: 2 / 22.5
buf_2: 9 / 45.0
clkbuf_1: 16 / 60.1
mux2i_1: 39 / 390
nand2b_1: 7 / 43.8
nor3b_1: 3 / 22.5
buf_6: 2 / 22.5
xnor2_1: 3 / 26.3
ha_1: 10 / 125
buf_4: 3 / 22.5
a21oi_1: 6 / 30.0
and3b_1: 2 / 17.5
mux2_2: 99 / 1110
o211ai_1: 2 / 15.0
and3_1: 4 / 25.0
dfxtp_1: 15 / 300
nand2_1: 48 / 180
o21ai_0: 34 / 170
nor2_1: 6 / 22.5
inv_1: 11 / 41.3
[registers in the layout, summed over array words and instances (netlist names)]
name                                              flops
downsizer.generate_fifo.node.data                   198
downsizer.generate_fifo.node.out_data                99
upsizer.m_data_o                                     96
downsizer.m_data_o                                   32
downsizer.generate_fifo.node.fifo_next.fifo_curr      6
downsizer.generate_fifo.node.pointer_start            6
downsizer.fifo_addr                                   3
upsizer.keep_counter                                  3
upsizer.m_keep_o                                      3
downsizer.m_last                                      1
upsizer.m_last_o                                      1
upsizer.m_valid_o                                     1
[final timing paths]
kind | from | endpoint | depth (start not counted)
worst max-delay path | flip-flop | d_valid | 5
worst min-delay path | flip-flop | flip-flop | 2
worst max register to register | flip-flop | downsizer.generate_fifo[2].node.data[1][26] | 5
worst min register to register | flip-flop | flip-flop | 2
[cell type report]
class	count	area, sq um	area share (%)
Multi-Input combinational cell	301	2590	12.6
Timing Repair Buffer	251	2470	12.0
Antenna cell	1	2.50	0.0122
Tap cell	525	657	3.20
Clock buffer	59	1240	6.05
Sequential cell	449	13300	64.9
Clock inverter	21	199	0.969
Inverter	11	41.3	0.201
[power groups by stage]
stage	Clock, mW	Combinational [mW]	Sequential [mW]
finish	2.67	0.846	3.80
global route	2.85	0.931	3.82
CTS	2.74	0.868	3.80
Power is estimated from default activity; no workload was simulated.
